==> ./config.mk <==
export PLATFORM = sky130hd
export DESIGN_NAME = fsm
export DESIGN_NICKNAME = fsm
export VERILOG_FILES = /design/flow/design.v
export SDC_FILE = /design/flow/constraint.sdc
export NUM_CORES = 4
export LEC_CHECK = 1
export CORE_AREA = 10 10 106 106
export DIE_AREA = 0 0 116 116
==> ./constraint.sdc <==
current_design fsm

set clk_period 5.0
set clk_io_pct 0.2

create_clock -name clk0 -period $clk_period [get_ports {clk}]

set non_clock_inputs [all_inputs -no_clocks]
set_input_delay [expr $clk_period * $clk_io_pct] -clock clk0 $non_clock_inputs
set_output_delay [expr $clk_period * $clk_io_pct] -clock clk0 [all_outputs]
==> ./design.v <==
module fsm (clk,tick,trigger,time_out,en_lfsr,start_delay,LEDR);
	input clk,tick,trigger,time_out;
	output en_lfsr,start_delay;
	output [9:0] LEDR; 
	reg [11:0] state;  
	reg [9:0] LEDR;
	reg en_lfsr,start_delay;
	parameter 
	IDLE = 12'b000000000001, 
	S_1 = 12'b000000000010,
	S_2 = 12'b000000000100,
	S_3 = 12'b000000001000,
	S_4 = 12'b000000010000,
	S_5 = 12'b000000100000,
	S_6 = 12'b000001000000,
	S_7 = 12'b000010000000,
	S_8 = 12'b000100000000,
	S_9 = 12'b001000000000,
	S_10 = 12'b010000000000,
	S_11 = 12'b100000000000;
initial begin
en_lfsr = 1'b0;
start_delay = 1'b0;
state = IDLE;
end
always @ (posedge clk)
		case(state)
		IDLE: if (trigger == 1 && tick == 1'b1)
		         state <= S_1;
		S_1: if(tick == 1)
		         state <= S_2;
		S_2: if(tick == 1)
		         state <= S_3;
		S_3: if(tick == 1)
		         state <= S_4;
		S_4: if(tick == 1)
		         state <= S_5;
		S_5: if(tick == 1)
		         state <= S_6;
		S_6: if(tick == 1)
		         state <= S_7;
		S_7: if(tick == 1)
		         state <= S_8;
		S_8: if(tick == 1)
		         state <= S_9;
		S_9: if(tick == 1)
		         state <= S_10;
		S_10: if(tick == 1)
		         state <= S_11;
		S_11: if(time_out == 1)
		         state <= IDLE;
		default:  ;	
		endcase
	always @ (*)
		case(state)
			IDLE: begin
			      LEDR [9:0] <= 10'b0000000000;	
					start_delay <= 1'b0;
				   end	
			S_1 : begin
			      LEDR [9:0] <= 10'b1000000000; 
					en_lfsr <= 1'b1;
					end	
			S_2 : LEDR [9:0] <= 10'b1100000000; 
			S_3 : LEDR [9:0] <= 10'b1110000000;
			S_4 : LEDR [9:0] <= 10'b1111000000; 
			S_5 : LEDR [9:0] <= 10'b1111100000; 
			S_6 : LEDR [9:0] <= 10'b1111110000; 
			S_7 : LEDR [9:0] <= 10'b1111111000; 
			S_8 : LEDR [9:0] <= 10'b1111111100; 
			S_9 : LEDR [9:0] <= 10'b1111111110; 
			S_10 : begin
			       LEDR [9:0] <= 10'b1111111111; 	
					 en_lfsr <= 1'b0;
					 start_delay <= 1'b1;
					 end
			S_11 :  LEDR [9:0] <= 10'b1111111111;
			endcase
endmodule
==> ./run.sh <==
#!/bin/bash
# OpenROAD 26Q1-2900-gdf79404cd8, Yosys 0.63+post, stock flow scripts
make -C /OpenROAD-flow-scripts/flow DESIGN_CONFIG=/design/flow/config.mk WORK_HOME=/design/flow/orfs finish
==> impl_results.rst <==
Synthesis and place-and-route
=============================

.. list-table::
   :header-rows: 1

   * - Metric
     - Value
   * - Run status
     - complete, no violations
   * - Tot GR Track Use
     - 4.05%
   * - Initial Util
     - 14.0%
   * - Maximum number of pins on one net before global-route repair
     - 13
   * - Clock tree from TritonCTS
     - done
   * - Cell type with the largest total area
     - edfxtp_1
   * - GRT overflow
     - 0
   * - Cell Pwr Density
     - 131 nW/um^2
   * - Placed cell area
     - 1430 um^2
   * - Number of register pins that no clock reaches
     - 12
   * - Floorplan core area
     - 8850 um^2
   * - X dimension of the die
     - 116 um
   * - Crit Path Max Fanout
     - 12
   * - Final critical delay including setup and external delays
     - 2.39 ns
   * - Inserted Diodes
     - 0
   * - R2R cell count
     - 6
   * - Die span in y
     - 116 um
   * - Max Transition Viols Final
     - 0
   * - Reg area
     - 541 um^2
   * - Remaining DRCs
     - 0
   * - Comb area
     - 578 um^2
   * - Wirelength per Cell
     - 10.5 um
   * - Signed area change from the synthesized netlist to the final layout
     - 19.0%
   * - Number of fill cells in the layout
     - 959
   * - Synth top area cells
     - edfxtp_1 29%, dlxtn_1 15%, buf_6 7.3%, nor4b_1 4.2%, xor2_1 3.5%
   * - Static leakage
     - 0.473 nW
   * - Chip area line of the yosys report
     - 1240 um^2
   * - Final Setup Violations
     - 0
   * - Worst-case clock skew
     - 0.00123 ns
   * - Clock buffer count from CTS
     - 3
   * - Endpoint arrival time on the critical path
     - 2.37 ns
   * - RSZ-0062 raised after global routing
     - no
   * - Top area contributor share
     - 29.1%
   * - Clock slew at reported path FFs
     - 0.05 ns
   * - Number of antenna violations at the first check in global routing
     - 0
   * - Number of buffers inserted by post-CTS setup repair
     - 0
   * - Number of warning messages in the logs
     - 25
   * - Crit path capture
     - state[6]$_DFFE_PP_
   * - Slack of the worst reg-to-reg path
     - 2.61 ns
   * - Launch point of the critical path
     - state[6]$_DFFE_PP_
   * - Port Buf Inserts
     - 15
   * - Final weighted congestion in routability-driven placement
     - 0.865
   * - Kind of launch point of the worst setup path
     - flip-flop
   * - TNS Setup
     - 0 ns
   * - Post-synthesis cell area
     - 1240 um^2
   * - Reg2reg end
     - state[6]$_DFFE_PP_
   * - Number of enable-type register cells in the synthesized netlist
     - 12
   * - Count of cells along the worst hold path
     - 1
   * - Initial DRC Count
     - 39
   * - Resized Gates After CTS
     - 0
   * - Fraction of final layout cells sized beyond drive strength 1
     - 14.2%
   * - Number of cell instances after yosys synthesis
     - 118
   * - Rel. slew slack
     - 56.0%
   * - Syn_area_per_cell
     - 10.5 um^2
   * - Drt pass-1 iters
     - 4
   * - Transition time at the pin with the least slew margin
     - 0.659 ns
   * - Number of vias in the routed layout
     - 884
   * - Syn Inst Count
     - 118
   * - Number of levels in the clock H-tree
     - 1
   * - Share of flip-flops with an asynchronous set or reset after synthesis
     - 0%
   * - Row count
     - 34
   * - Period Utilization, post-route
     - 47.7%
   * - Hold_buf cts
     - 0
   * - Final Hold Violating Endpoints
     - 0
   * - Routed wire length
     - 2470 um
   * - Count of endpoints without a timing constraint
     - 24
   * - Upper clock frequency limit
     - 419 MHz
   * - Count of state elements after synthesis
     - 24
   * - Placed wire-length estimate after detailed placement
     - 2000 um
   * - Worst R2R Start
     - state[6]$_DFFE_PP_
   * - First-pass GRT wire length
     - 4440 um
   * - Buffer cell driving the clock tree root
     - clkbuf_8
   * - Clock insertion delay at the later pin of the skew report
     - 0.23 ns
   * - Required @ worst endpoint
     - 4.98 ns
   * - Die outline area
     - 13500 um^2
   * - Worst min-delay path category
     - reg2reg
   * - Netlist cell types
     - 41
   * - Layout Cell Area excl Fill
     - 1480 um^2
   * - Via count of the first global-routing pass
     - 920
   * - Top-Level Pins
     - 16
   * - Category of the worst setup path capture point
     - flip-flop
   * - Most used DFF post-synth
     - edfxtp_1
   * - Worst supply voltage drop on vdd
     - 0.0790 mV
   * - Vias per cell
     - 3.76
   * - Tally of max-capacitance violations
     - 0
   * - Worst setup path category
     - reg2reg
   * - Number of warning messages in the yosys log
     - 1
   * - Antenna viol nets, final
     - 0
   * - Deepest clock path buffer count
     - 2
-- where the power goes --
part           switching [mW]  internal [mW]  total (mW)  leakage [nW]
Clock                  0.0293         0.0525      0.0818        0.0216
Sequential       0.0000000758          0.109       0.109         0.202
Combinational        0.000593        0.00223     0.00282         0.249
Total                  0.0299          0.164       0.194         0.473
-- synthesized netlist by cell type, types with 2 or more instances --
master and number:
xnor2_1 2, nor3b_1 5, nand2b_1 6, nor4_1 2, o21ai_0 5, dlxtn_1 12, inv_1 5, o22ai_1 2
a211oi_1 3, a21oi_1 4, nor3b_2 3, nor3_1 2, or4_4 2, and3_1 3, nor2_4 2, nor2_1 5
edfxtp_1 12, xor2_1 5, nand2_1 3, buf_6 8, nand2_2 2, nor4b_1 6
-- critical path, cell delays in order, from the launching register on --
cell	delay, ns
edfxtp_1	0.53
or4_4	0.63
nor2_4	0.20
nand2_1	0.09
o41ai_1	0.33
a211oi_1	0.13
buf_4	0.23
-- registers in the layout, indices dropped and copies added, names as in the netlist --
signal and cells:
LEDR 10, en_lfsr 1, start_delay 1, state 12
-- placed cells by master, fill, tap and decap left out, drive strengths merged, types with 2 or more instances in the layout --
cell | Yosys | routed
or3 | 2 | 2
xor2 | 5 | 5
dlxtn | 12 | 12
nor3 | 2 | 2
clkdlybuf4s50 | 0 | 15
a21oi | 4 | 4
edfxtp | 12 | 12
inv | 6 | 6
o21ai | 5 | 5
o22ai | 2 | 2
nand2 | 5 | 5
nor2 | 7 | 7
nand2b | 6 | 6
or2 | 2 | 2
clkbuf | 1 | 3
and3 | 3 | 3
nor3b | 8 | 8
or4 | 3 | 3
nor4b | 6 | 6
xnor2 | 2 | 2
nor4 | 3 | 3
a211oi | 3 | 3
nand3 | 2 | 2
-- area by class of cell --
type / instances / area share (%)
flip-flops and latches: 24 / 36.6
multi-input cells: 78 / 39.2
repair buffers: 16 / 10.7
inverters: 6 / 1.53
clock buffers: 3 / 2.80
well taps: 108 / 9.16
-- cell families after synthesis --
kind of cell	share of synthesized area, %
AND-OR/OR-AND	11.4
XOR/XNOR	4.94
buffers and inverters	9.79
flip-flops	29.1
latches	14.5
AND/OR/NAND/NOR	30.3
-- how the worst min path moves through the flow --
stage	startpoint	end
4_1_cts	state[7]$_DFFE_PP_	state[7]$_DFFE_PP_
5_1_grt	state[4]$_DFFE_PP_	state[6]$_DFFE_PP_
6_report	state[4]$_DFFE_PP_	state[6]$_DFFE_PP_
-- metal layers --
metal | part of all wire (%) | wire, um | track usage, % | up-vias
met5 | 0 | 0 | 0 | -
met1 | 44 | 1090 | 4.81 | 409
met2 | 47 | 1170 | 7.02 | 22
li1 | - | - | - | 451
met4 | 1.1 | 27 | 0.334 | 0
met3 | 7.5 | 186 | 1.62 | 2
-- through the flow --
| step | hold slack [ns] | util, % | power (mW) | setup slack (ns) | cells |
|---|---|---|---|---|---|
| 2_1_floorplan | 0.650 | - | 0.111 | 2.19 | 118 |
| 3_3_place_gp | 0.727 | 16.2 | 0.114 | 2.54 | 232 |
| 3_5_place_dp | 0.743 | 16.2 | 0.114 | 2.55 | 232 |
| 4_1_cts | 0.753 | 16.7 | 0.198 | 2.58 | 235 |
| 5_1_grt | 0.788 | 16.7 | 0.207 | 2.35 | 235 |
| 6_report | 0.754 | 16.7 | 0.194 | 2.61 | 235 |
Power figures rest on the tool's default switching activity, not on a simulated workload.
