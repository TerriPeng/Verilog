===== ./run.sh =====
#!/bin/bash
# OpenROAD 26Q1-2900-gdf79404cd8, Yosys 0.63+post, stock flow scripts
make -C /OpenROAD-flow-scripts/flow DESIGN_CONFIG=/design/flow/config.mk WORK_HOME=/design/flow/orfs finish

===== ./config.mk =====
export PLATFORM = sky130hd
export DESIGN_NAME = fsm2
export DESIGN_NICKNAME = fsm2
export VERILOG_FILES = /design/flow/design.v
export SDC_FILE = /design/flow/constraint.sdc
export NUM_CORES = 4
export LEC_CHECK = 1
export CORE_AREA = 10 10 87 87
export DIE_AREA = 0 0 97 97

===== ./constraint.sdc =====
current_design fsm2

set clk_period 7.0
set clk_io_pct 0.2

create_clock -name clk0 -period $clk_period [get_ports {clk}]

set non_clock_inputs [all_inputs -no_clocks]
set_input_delay [expr $clk_period * $clk_io_pct] -clock clk0 $non_clock_inputs
set_output_delay [expr $clk_period * $clk_io_pct] -clock clk0 [all_outputs]

===== ./design.v =====
module fsm2 (clk,tick,trigger,time_out,react,en_lfsr,start_delay,LEDR,enable,reset);
	input clk,tick,trigger,time_out,react;
	output en_lfsr,start_delay,enable,reset;
	output [9:0] LEDR; 
	reg [12:0] state;  
	reg [9:0] LEDR;
	reg en_lfsr,start_delay,enable,reset;
	parameter 
	IDLE = 13'b0000000000001, 
	S_1 =  13'b0000000000010,
	S_2 =  13'b0000000000100,
	S_3 =  13'b0000000001000,
	S_4 =  13'b0000000010000,
	S_5 =  13'b0000000100000,
	S_6 =  13'b0000001000000,
	S_7 =  13'b0000010000000,
	S_8 =  13'b0000100000000,
	S_9 =  13'b0001000000000,
	S_10 = 13'b0010000000000,
	S_11 = 13'b0100000000000,
	S_12 = 13'b1000000000000;
initial begin
en_lfsr <= 1'b0;
start_delay <= 1'b0;
state <= IDLE;
end
always @ (posedge clk)
		case(state)
		IDLE: if (trigger == 1 && tick == 1'b1)
		         state <= S_1;
		S_1: if(tick == 1)
		         state <= S_2;
		S_2: if(tick == 1)
		         state <= S_3;
		S_3: if(tick == 1)
		         state <= S_4;
		S_4: if(tick == 1)
		         state <= S_5;
		S_5: if(tick == 1)
		         state <= S_6;
		S_6: if(tick == 1)
		         state <= S_7;
		S_7: if(tick == 1)
		         state <= S_8;
		S_8: if(tick == 1)
		         state <= S_9;
		S_9: if(tick == 1)
		         state <= S_10;
		S_10: if(tick == 1)
		         state <= S_11;
		S_11: if(time_out == 1)
		         state <= S_12;
		S_12: if(react==1)
					state <= IDLE;
		default:  ;	
		endcase
	always @ (*)
		case(state)
			IDLE: begin
			      LEDR [9:0] <= 10'b0000000000;	
					start_delay <= 1'b0;
					enable<=1'b0;
				   end	
			S_1 : begin
			      LEDR [9:0] <= 10'b1000000000; 
					en_lfsr <= 1'b1;
					reset<=1'b1;
					end	
			S_2 : LEDR [9:0] <= 10'b1100000000; 
			S_3 : LEDR [9:0] <= 10'b1110000000;
			S_4 : LEDR [9:0] <= 10'b1111000000; 
			S_5 : LEDR [9:0] <= 10'b1111100000; 
			S_6 : LEDR [9:0] <= 10'b1111110000; 
			S_7 : LEDR [9:0] <= 10'b1111111000; 
			S_8 : LEDR [9:0] <= 10'b1111111100; 
			S_9 : LEDR [9:0] <= 10'b1111111110; 
			S_10 : begin
			       LEDR [9:0] <= 10'b1111111111; 	
					 en_lfsr <= 1'b0;
					 start_delay <= 1'b1;
					 end
			S_11 :  begin LEDR [9:0] <= 10'b1111111111;
							start_delay <= 0;
	         end
			 S_12: begin
					 LEDR[9:0] <= 10'b0000000000;
					 enable <= 1'b1;
					 end		
		endcase
endmodule

==> results.ini <==
[routing]
final_antenna_net_count = 0
routed_wl_mm = 2.711
antennaDiodeCount = 0
num_vias = 950
route.detailed.drc = 0
wl_per_cell_um = 13.03
vias_per_cell = 4.567
first_iter_violations = 32
dr.pass1.iters = 4

[final_timing]
fin_tns_setup_ps = 0
unclocked_pins = 13
clock_skew_ps = 6.360
setup_viol = 0
worst_pin_slew_ps = 713.6
fmax_mhz = 327.8
holdWs_ps = 731.7
finalCritPeriodShare = 0.4358
untimed_endpoints = 26
drv_slew = 0
slew_headroom = 0.5225
hold_violations = 0
period_minus_slack_ps = 3051
rsz0062_at_grt = no

[worst_setup_path]
start_kind = input port
crit_fanout = 13
worstPathRequired_ps = 6870
crit_type = in -> reg
critPathArrivalTime_ps = 2920
endpoint_kind = register

[die]
ios = 19
fp_util = 0.2271
core_area_um2 = 5642
num_rows = 27
die_w_um = 97
die_y_um = 97
chip_area_um2 = 9409

[power]
vdd_drop_max_v = 0.0001141
p_leak_nw = 0.4717
powerDensity_nw_per_um2 = 101.2
pwr-share-clk = 0.429
combPwrFrac = 0.017
power_mw = 0.1521
switchingPower_mw = 0.02565
p_sw_frac = 0.1686
sequentialPowerShare = 0.555
power.internal_mw = 0.1265

[yosys]
syn_area_um2 = 1281
synth_flops = 26
synthArstFlopShare = 0
yosysUniqueCellTypes = 40
synth_area_per_cell_um2 = 10.25
edf_count = 13
ys_cells = 125
yosysWarnings = 1
yosysChipArea_um2 = 1281
syn_inst = 125
yosysTopAreaCellShare = 0.3047
ys.flop_type = edfxtp_1
yosysTopAreaCell = edfxtp_1
topCellsByArea = edfxtp_1 (30%), dlxtn_1 (15%), buf_6 (3.5%)

[global_route]
grt_pass1_vias = 876
antenna_found_initial = 0
grt-ovfl-total = 0
grt_usage = 0.05510
grt_pass1_wl_mm = 4.457
grt_max_degree = 14

[cells_and_area]
fin_area_um2 = 1504
final_util = 0.2666
n_fill_cell = 612
logic_area_um2 = 594.3
syn_to_final_growth_pct = 17.38
flop_area_um2 = 585.6
final_common_cell = clkdlybuf4s50_1
drive_above_1_share = 0.1250
final_cell_mix = clkdlybuf4s50_1 (17), dlxtn_1 (13), edfxtp_1 (13), nor2_1 (11), nor3_1 (7)

[placed_design]
placed_cell_area_um2 = 1459
placement.io_buffers = 17
place.gp.congestion = 0.8405
hpwl_mm = 2.059

[run]
cap_violations = 0
warnings = 25

[status]
outcome = finished clean

[cts]
clk_pin_slew_ps = 60
holdBufCountCts = 0
cts_buffers = 3
cts_resized = 0
root_buffer = clkbuf_8
clockBufferDepth = 2
clkLatencyLatePin_ps = 240
cts_setup_buffers = 0
htreeDepth = 1
cts_tree = built

[min_path]
hold_path.class = reg -> reg

## registers in the layout, indices dropped and copies added (netlist names)
name	count
state	13
LEDR	10
en_lfsr	1
enable	1
start_delay	1
## worst paths after layout
kind	startpoint	endpoint	slack [ps]	cells past startpoint
setup / recovery	time_out	state[7]	3950	6
hold / removal	state[8]	state[10]	730	1
setup reg to reg	state[11]	state[7]	4280	5
hold reg to reg	state[8]	state[10]	730	1
## Yosys cell counts, drive strengths merged (2+ instances only)
library cell,n
nand2,5
edfxtp,13
nor4,7
nor4b,4
nor2,12
xor2,5
nand4,2
a21oi,3
or3,2
inv,5
nor3b,5
o2111ai,3
nor3,10
nand4b,2
nand3,3
buf,10
dlxtn,13
or2,5
o21ai,7
## per-stage QoR
step	instances	setup WS, ps
3_3_place_gp	204	3735
4_1_cts	208	3957
2_1_floorplan	125	4434
3_5_place_dp	204	3702
6_report	208	3949
5_1_grt	208	3829
## power by group through the flow
| stage | clock network (mW) | logic, mW | registers [mW] |
|---|---|---|---|
| 6_report | 0.0652 | 0.00254 | 0.0844 |
| 5_1_grt | 0.0712 | 0.00276 | 0.0843 |
| 4_1_cts | 0.0675 | 0.00256 | 0.0843 |
## final cells by class
type,count,share of cell area
flip-flops and latches,26,0.3894
inverters,5,0.01248
multi-input cells,84,0.3952
well taps,72,0.05990
clock buffers,4,0.02995
repair buffers,17,0.1131
## per-layer routing
| layer | up-vias | GRT usage | wire [um] |
|---|---|---|---|
| met2 | 25 | 0.08129 | 1151 |
| met1 | 448 | 0.08170 | 1357 |
| met4 | 0 | 0.005637 | 20 |
| met3 | 4 | 0.01433 | 182 |
| met5 | - | 0 | 0 |
| li1 | 473 | - | - |
## kinds of logic (layout without fill, tap and decap cells)
group / after synthesis / count (layout) / synth area share
simple gates: 60 / 60 / 0.3193
xor+xnor: 6 / 6 / 0.04102
compound gates: 17 / 17 / 0.1006
buf+inv: 15 / 26 / 0.07910
other cells: 1 / 1 / 0.002927
flops: 13 / 13 / 0.3047
latches: 13 / 13 / 0.1523
## worst max-delay path: stages
cell and delay, ps:
clkdlybuf4s50_1 450, nor2_1 40, a21oi_1 190, nor3_1 60
o21ai_0 180, o221a_1 600
Power figures rest on the tool's default switching activity, not on a simulated workload.
