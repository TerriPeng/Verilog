===== ./design.v =====
module reaction (time_out,tick_ms,reaction_time,trigger,reset);
input time_out,tick_ms,trigger,reset;
output [14:0] reaction_time;
reg [14:0] reaction_time;
initial reaction_time = 0;
reg sig;
initial sig =0;
always @ (posedge tick_ms) begin
	if(reset == 1)
		reaction_time <= 15'b0;
	if (time_out ==1)
		sig=1;
	if(trigger ==1)
		sig =0;
	if(sig ==1)
		reaction_time <= reaction_time +1;
end
endmodule 	

===== ./run.sh =====
#!/bin/bash
# OpenROAD 26Q1-2900-gdf79404cd8, Yosys 0.63+post, stock flow scripts
make -C /OpenROAD-flow-scripts/flow DESIGN_CONFIG=/design/flow/config.mk WORK_HOME=/design/flow/orfs finish

===== ./config.mk =====
export PLATFORM = sky130hd
export DESIGN_NAME = reaction
export DESIGN_NICKNAME = reaction
export VERILOG_FILES = /design/flow/design.v
export SDC_FILE = /design/flow/constraint.sdc
export NUM_CORES = 4
export LEC_CHECK = 1
export CORE_AREA = 10 10 94 94
export DIE_AREA = 0 0 104 104

===== ./constraint.sdc =====
current_design reaction

set clk_period 2.4
set clk_io_pct 0.2

create_clock -name clk0 -period $clk_period [get_ports {tick_ms}]

set non_clock_inputs [all_inputs -no_clocks]
set_input_delay [expr $clk_period * $clk_io_pct] -clock clk0 $non_clock_inputs
set_output_delay [expr $clk_period * $clk_io_pct] -clock clk0 [all_outputs]

==> deck_impl_summary.md <==
Flow Results at a Glance

Power and ir drop
  • VDD IR max: 0.338 mV
  • Pleak: 0.375 nW
  • Power per cell area: 551 nW/um2

CTS
  • Clock Path Buffers: 2
  • CTS tree: yes
  • Latest clock arrival within the worst-skew pair: 240 ps
  • Post-CTS Setup Bufs: 0
  • Clock-pin slew on the worst setup and hold paths: 60 ps
  • # resized after CTS: 0
  • Sink Count: 16
  • CTS H-tree lvls: 1
  • CTS root buffer: clkbuf_8
  • CTS Buf Count: 3
  • Cts hold-fix bufs: 0

Logic synthesis
  • Cell area after synthesis: 846 um2
  • Most frequent cell after synthesis: edfxtp_1
  • Ys cells: 78
  • Post-synth top cells: edfxtp_1 (15), nand2_1 (8), a21oi_1 (6)
  • Area leader, netlist: edfxtp_1
  • Syn Area/Cell: 10.8 um2
  • Top cell area share: 0.533
  • Top cells by area, synth: edfxtp_1 (53%), mux2i_1 (4.7%), a21oi_1 (3.6%), nand2_1 (3.6%), nand2b_1 (3.0%)
  • Ys Warns: 1
  • Post-synth EDFFs: 15
  • Top_reg_cell synth: edfxtp_1
  • Seq share, synth: 0.556
  • YS chip area: 846 um2
  • Count of different cell masters after synthesis: 23
  • Synth async-reset ratio: 0
  • Synth flops: 16
  • Post-Synthesis Cells: 78

Layout
  • Tally of filler cells in the layout: 797
  • Register area: 470 um2
  • Share of layout cells above drive strength 1: 0.0792
  • Comb gate area: 353 um2
  • Area growth syn-to-layout: 42.2%
  • Final instance area: 1200 um2

Final timing
  • Fmax: 0.579 GHz
  • Final min period: 1730 ps
  • Layout Skew: 4.52 ps
  • Setup TNS Final: 0 ps
  • Period utilisation layout: 0.719
  • RSZ-0062 raised after global routing: no
  • Fin. Hold Viols: 0
  • Relative slew slack: 0.739
  • Slew @ Worst Pin: 389 ps
  • Setup Viol. Count Final: 0
  • Max-slew violations: 0

Global routing
  • Largest net degree at the start of global routing: 16
  • Via count of the first global-routing pass: 642
  • Overflow after GRT: 0
  • GRT Total Usage: 0.0364
  • First-pass GRT wire length: 3270 um
  • Antenna violations before repair: 0

Die
  • Ports: 19
  • CORE AREA: 6830 um2
  • Die Wd: 104 um
  • FP Rows: 30
  • Die Area: 10,800 um2
  • Die H: 104 um
  • Fp util: 0.124

Critical path
  • Critical path class: reg2out
  • Critical path arrival: 1250 ps
  • Crit path cell chain: clkdlybuf4s50_1
  • Crit-path slowest cell: clkdlybuf4s50_1
  • Worst EP required: 1920 ps
  • Largest stage delay, worst path: 540 ps
  • CP Capture Type: output port
  • Max Fanout on Critical Path: 7
  • CP top delay family: buffers and inverters
  • Worst setup SP type: flop
  • Worst path bufs/invs: 1

Detailed routing
  • WL per Instance: 10.3 um
  • Vias per cell: 3.41
  • Drt pass-1 iters: 4
  • Routed WL: 2020 um
  • Routed Antenna Nets: 0
  • DR iter-0 viols: 32
  • Vias post-DR: 671
  • ANT cells: 0
  • DRC Markers: 0

Placed design
  • GP Congestion: 0.770
  • Port bufs: 18
  • Dpl hpwl: 1540 um
  • DP Area: 1160 um2

Flow run
  • Maximum capacitance violations: 0
  • Log Warnings: 25

Status
  • Outcome: completed

Hold path
  • Worst hold path type: reg2reg
-- path summary, 6_finish.rpt --
| path | startpoint | endpoint | slack, ps | depth (start not counted) |
|---|---|---|---|---|
| min reg2reg | sig | sig | 610 | 2 |
| max | reaction_time[5] | reaction_time[5] | 670 | 1 |
| max reg2reg | reaction_time[0] | reaction_time[10] | 700 | 4 |
| min | sig | sig | 610 | 2 |
-- kinds of logic after synthesis --
group	share of synthesized area
buffers and inverters	0.0266
adders and majority gates	0.0148
xor gates and xnor gates	0.0311
AOI/OAI and AO/OA	0.0888
muxes	0.0473
DFF	0.556
and+or+nand+nor	0.235
-- per-layer routing --
layer	vias to the layer above	GRT usage	routed length, um
li1	342	-	-
met4	0	0.00199	0
met1	313	0.0521	1080
met5	-	0	0
met2	16	0.0527	833
met3	0	0.0150	107
-- sequential cells by signal (all words and copies together) (netlist names) --
register and cells:
sig 1, reaction_time 15
-- layout make-up --
cell class / instances / share of cell area
multi-input combinational: 56 / 0.293
timing repair buffer: 20 / 0.162
sequential: 16 / 0.391
tap: 96 / 0.0999
clock buffer: 4 / 0.0375
inverter: 5 / 0.0156
-- cells in the final DEF, fill, tap and decap left out, drive strengths merged --
cell type / instances
inv: 5
o21ai: 3
or4: 3
nand2b: 4
nor4: 4
clkdlybuf4s50: 18
xor2: 1
dfxtp: 1
nand4: 3
a21oi: 6
and2: 1
o31ai: 3
clkbuf: 4
nand3: 5
o21bai: 1
mux2i: 4
edfxtp: 15
ha: 1
buf: 2
or3: 3
nor2: 4
xnor2: 2
nand2: 8
-- where the power goes --
| part | internal, W | total [W] | switching (W) |
|---|---|---|---|
| sequential | 0.000334 | 0.000365 | 0.0000304 |
| clock | 0.000117 | 0.000202 | 0.0000843 |
| combinational | 0.0000587 | 0.0000958 | 0.0000371 |
| total | 0.000510 | 0.000662 | 0.000152 |
-- metrics by stage --
step	utilization	hold slack, ps	total power [W]	cells	worst slack, ps
floorplan	-	535	0.000398	78	864
finish	0.176	613	0.000662	197	674
global placement	0.169	596	0.000468	193	699
CTS	0.176	622	0.000678	197	654
global route	0.176	669	0.000700	197	559
detailed placement	0.169	609	0.000470	193	684
Power is estimated from default activity; no workload was simulated.
